File: design/flow/constraint.sdc
current_design voting_machine

set clk_period 2.0
set clk_io_pct 0.2

create_clock -name clk0 -period $clk_period [get_ports {clk}]

set non_clock_inputs [all_inputs -no_clocks]
set_input_delay [expr $clk_period * $clk_io_pct] -clock clk0 $non_clock_inputs
set_output_delay [expr $clk_period * $clk_io_pct] -clock clk0 [all_outputs]
File: design/flow/config.mk
export PLATFORM = sky130hd
export DESIGN_NAME = voting_machine
export DESIGN_NICKNAME = voting_machine
export VERILOG_FILES = /design/flow/design.v
export SDC_FILE = /design/flow/constraint.sdc
export NUM_CORES = 4
export LEC_CHECK = 1
export CORE_AREA = 10 10 70 70
export DIE_AREA = 0 0 80 80
File: design/flow/design.v
module button_pressed(button, candidate, reset, clk, vote_logged, mode);
 input button, reset, clk, mode;
 input [3:0] candidate;
 output reg vote_logged;
 reg [4:0] counter_1;
 always @ (posedge clk)
 begin
    if (reset == 0) begin 
        counter_1 <= 0;
    end
    else begin
        if (button & counter_1 < 5) begin                      
            counter_1 <= counter_1 + 1;
        end
        else if (!button) begin
            counter_1 <= 0;
        end
    end
 end
 always @ (posedge clk) begin
    if (reset == 0) begin 
        vote_logged <= 1'b0;
    end
    else begin
        if (counter_1 == 4) begin
            vote_logged <= 1'b1;                              
        end
        else begin
            vote_logged <= 1'b0;
        end
    end
    end
endmodule
module vote_log(vote_logged, candidate,led, clk, reset_all, mode,vote_count_1, vote_count_2, vote_count_3, vote_count_4);
 input [3:0] candidate;
 input vote_logged;
 output reg [7:0] led;
 output reg[7:0]  vote_count_1, vote_count_2, vote_count_3, vote_count_4;
 input clk, reset_all, mode;
 parameter s1 = 4'b0001, s2 = 4'b0010, s3 = 4'b0100, s4 = 4'b1000;
 always @ (posedge clk)
 begin
    if (reset_all == 0) begin 
        vote_count_1 <= 0;
        vote_count_2 <= 0;
        vote_count_3 <= 0;
        vote_count_4 <= 0;
        led <= 8'h00;
    end
    else begin
        if (mode==0 & vote_logged) begin
            case (candidate)
                s1: begin vote_count_1 <= vote_count_1 + 1; led <= 8'hff; end
                s2: begin vote_count_2 <= vote_count_2 + 1; led <= 8'hff; end
                s3: begin vote_count_3 <= vote_count_3 + 1; led <= 8'hff; end
                s4: begin vote_count_4 <= vote_count_4 + 1; led <= 8'hff; end
                default : begin vote_count_1 <=  vote_count_1;
        vote_count_2 <= vote_count_2;
        vote_count_3 <= vote_count_3;
        vote_count_4 <= vote_count_4; led <= 8'h00;
        end
        endcase
        end
        end
    end
endmodule
module vote_count(mode, clk, vote_count_1, vote_count_2, vote_count_3, vote_count_4, candidate, led, reset_all, button);
 input [7:0] vote_count_1, vote_count_2, vote_count_3, vote_count_4;
 input [3:0] candidate;
 input mode,clk,reset_all, button;
 output reg [7:0] led;                                                 
 parameter s1 = 4'b0001, s2 = 4'b0010, s3 = 4'b0100, s4 = 4'b1000;
 always @ (posedge clk) begin
    if (reset_all == 0)begin
        led <= 8'h00;
    end
    else begin
        if (mode == 1 & button) begin
            case (candidate)
            s1 : led <= vote_count_1;
            s2 : led <= vote_count_2;
            s3 : led <= vote_count_3;
            s4 : led <= vote_count_4;
            default : led <= 8'h00;                                     
            endcase
        end
    end
 end
endmodule
module voting_machine(clk, candidate, mode, button, led_1, led_2, reset);
 input clk, mode, button, reset;
 input [3:0] candidate;
 output[7:0] led_1, led_2;                                        
 wire vote_logged;
 wire [7:0]  vote_count_1, vote_count_2, vote_count_3, vote_count_4;
 button_pressed g1(button, candidate, reset, clk, vote_logged, mode);
 vote_log g2(vote_logged, candidate,led_1, clk, reset, mode,vote_count_1, vote_count_2, vote_count_3, vote_count_4);
 vote_count g3(mode, clk, vote_count_1, vote_count_2, vote_count_3, vote_count_4, candidate, led_2, reset_all, button);
endmodule
File: design/flow/run.sh
#!/bin/bash
# OpenROAD 26Q1-2900-gdf79404cd8, Yosys 0.63+post, stock flow scripts
make -C /OpenROAD-flow-scripts/flow DESIGN_CONFIG=/design/flow/config.mk WORK_HOME=/design/flow/orfs finish
==> impl_metrics.ini <==
; synthesis and place-and-route metrics
[setup_path]
startpoint = g2.led[6]
crit_cells = 1
slowest_delay_ns = 0.53
cp_num_buf_inv = 1
cp.required_ns = 1.60
cp_slowest_cell = clkdlybuf4s50_1
reg2reg_depth = 3
worstSetupPathType = reg2out
crit_fanout = 9
endpoint_kind = primary output
cp-start-kind = register
reg2reg_from = g1.counter_1[1]
crit_chain = clkdlybuf4s50_1
cp_top_family = buffers and inverters
arrival_ns = 1.23

[flow_run]
warning_count = 26
drv_cap = 0

[clock_tree]
clock-sinks = 7
cts_buffers = 3
h-tree-depth = 1
hold_buffers = 0
post_cts_buffers = 0
cts_tree = built
worstSkewPairLatency_ns = 0.25
cts.path.max_buffers = 2
cts-root-buf = clkbuf_4
clkSlewWorstSetupHoldPaths_ns = 0.05
post_cts_resized = 0

[pwr]
p_leak_nw = 0.243
p_clk_share_pct = 42.0
netSwitchingFraction_pct = 21.3
peakVddDrop_mv = 0.111
total_power_mw = 0.299
power_frac_comb_pct = 9.9
internal_power_mw = 0.235
seqPwrFrac_pct = 48.1
powerDensity_nw_per_um2 = 514
p_sw_mw = 0.0637

[drt]
drt_pass1_iterations = 4
diodes = 0
drc_errors = 0
drtIter0Drc = 24
wl_um = 999
vias_per_cell = 3.42
postRouteAntennaNets = 0
num_vias = 376
wl_per_cell_um = 9.08

[global_route]
overflow = 0
antenna_found_initial = 0
grt_pass1_wl_mm = 1.38
grt_pass1_vias = 343
grt.total_usage_pct = 2.74
grt_max_degree = 10

[sta]
post-route-min-period_ns = 1.63
max_freq_mhz = 615
drv_slew = 0
setup_tns_ns = 0
min_period_over_period_pct = 81.3
clock-skew-final_ns = 0.00309
setup_viol = 0
rsz0062_at_grt = false
finalHoldViolations = 0

[finish]
final_core_util_pct = 17.0
area.growth.synth_to_final_pct = 34.0
layout.cells.non_filler = 110
drive_gt1_share_pct = 6.25
finish.instance_area_um2 = 582

[die]
die_y_um = 80
fp_util_pct = 12.7
die_x_um = 80
rows = 21
die_area_um2 = 6400
core_area_um2 = 3420
io_pins = 24

[synth]
numSynthFlops = 7
netlist_instances = 53
syn_area_um2 = 434
yosys_warnings = 5
yosys_cells = 53
synth_cell_type_count = 18
ys_chip_area_um2 = 434
ys_seq_share_pct = 32.3
avgSynthCellArea_um2 = 8.19

[run_status]
status = finished, final reports clean

[place]
place.gp.congestion = 0.705
dpl-instance-area_um2 = 556
io_buffers = 15
dp.cells = 106
dp_hpwl_um = 796

[min_path]
holdCritStartpoint = g1.counter_1[3]
hold_depth = 1
min_path_type = reg2reg
## layout by cell type, fill, tap and decap left out, types with 2 or more instances in the layout
cell type         n
clkdlybuf4s50_1  15
conb_1            8
dfxtp_1           7
o21ai_0           5
nand3_1           4
inv_1             3
nor2_1            3
clkbuf_4          3
a21oi_1           2
and3_1            2
a31oi_1           2
ha_1              2
## power by group through the flow
| stage | Sequential, mW | Clock (mW) | Combinational, mW |
|---|---|---|---|
| 5_1_grt | 0.144 | 0.141 | 0.0337 |
| 4_1_cts | 0.144 | 0.131 | 0.0305 |
| 6_report | 0.144 | 0.125 | 0.0297 |
## per-layer routing
layer | vias up | routed length, um | GRT usage [%]
li1 | 182 | - | -
met1 | 171 | 394 | 2.89
met2 | 21 | 389 | 3.69
met3 | 2 | 200 | 2.95
met4 | 0 | 14 | 0.528
met5 | - | 0 | 0
## synth_stat cells
| cell | count | area (um2) |
|---|---|---|
| o211ai_1 | 1 | 7.51 |
| dfxtp_1 | 7 | 140 |
| ha_1 | 2 | 25.0 |
| or4_1 | 1 | 7.51 |
| xor2_1 | 1 | 8.76 |
| buf_4 | 15 | 113 |
| nand3_1 | 4 | 20.0 |
| inv_1 | 3 | 11.3 |
| nand2_1 | 1 | 3.75 |
| nor2_1 | 3 | 11.3 |
| and3_1 | 2 | 12.5 |
| a31oi_1 | 2 | 12.5 |
| conb_1 | 1 | 3.75 |
| a41o_1 | 1 | 10.0 |
| o21ai_0 | 5 | 25.0 |
| a21oi_1 | 2 | 10.0 |
| or2_2 | 1 | 6.26 |
| nor2b_1 | 1 | 6.26 |
## stage by stage
stage | hold slack [ns] | worst slack (ns)
2_1_floorplan | 0.464 | 0.854
4_1_cts | 0.499 | 0.353
5_1_grt | 0.510 | 0.302
6_report | 0.499 | 0.373
3_3_place_gp | 0.480 | 0.370
3_5_place_dp | 0.484 | 0.357
## kinds of logic after synthesis
family,Yosys count,share of synthesized area [%]
xor+xnor,1,2.02
simple gates,13,15.6
other cells,1,0.864
flops,7,32.3
fa+ha+maj,2,5.76
buf+inv,18,28.5
compound gates,11,15.0
## state kept, by name, summed over array words and instances, names as in the netlist
signal,flops
g2.led,1
g1.counter_1,5
g1.vote_logged,1
## final cells by class
type | instances | area [um2]
flip-flops and latches | 7 | 140
multi-input cells | 35 | 196
repair buffers | 15 | 150
inverters | 3 | 11.3
clock buffers | 4 | 26.3
well taps | 46 | 57.6
fillers | 395 | 2830
## worst paths after layout
| kind | slack (ns) | to |
|---|---|---|
| worst max-delay path | 0.37 | led_1[7] |
| worst min-delay path | 0.50 | g1.counter_1[3] |
| worst max register to register | 0.82 | g1.counter_1[2] |
| worst min register to register | 0.50 | g1.counter_1[3] |
Power figures rest on the tool's default switching activity, not on a simulated workload.
